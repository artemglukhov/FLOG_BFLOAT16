**flow/run.sh**
```bash
#!/bin/bash
# OpenROAD 26Q1-2900-gdf79404cd8, Yosys 0.63+post, stock flow scripts
make -C /OpenROAD-flow-scripts/flow DESIGN_CONFIG=/design/flow/config.mk WORK_HOME=/design/flow/orfs finish
```
**flow/config.mk**
```make
export PLATFORM = sky130hd
export DESIGN_NAME = top
export DESIGN_NICKNAME = top
export VERILOG_FILES = /design/flow/design.v
export SDC_FILE = /design/flow/constraint.sdc
export NUM_CORES = 4
export LEC_CHECK = 1
export CORE_AREA = 10 10 111 111
export DIE_AREA = 0 0 121 121
```
**flow/constraint.sdc**
```tcl
current_design top

set clk_period 7.2
set clk_io_pct 0.2

create_clock -name clk0 -period $clk_period [get_ports {clk}]

set non_clock_inputs [all_inputs -no_clocks]
set_input_delay [expr $clk_period * $clk_io_pct] -clock clk0 $non_clock_inputs
set_output_delay [expr $clk_period * $clk_io_pct] -clock clk0 [all_outputs]
```
**flow/design.v**
```verilog
`timescale 1ns / 1ps
module top(
    clk,
    rst,
    initial_value,
    output_value   
    );
    input                   clk;
    input                   rst;
    input   logic [7:0]     initial_value;           
    output  logic [7:0]     output_value;       
    logic   [15:0]          PowM;
    logic   [7:0]           out, out_next;
    typedef enum logic [1:0]
    {
        IDLE    = 'd0,
        EVAL    = 'd1
    }   ss_mul_div;
        ss_mul_div    ss, ss_next;
    always@(posedge clk)
    begin
        if(rst)
        begin
            ss              <=  IDLE;
            output_value    <= '0;
        end
        else
        begin
            ss              <=  ss_next;
            output_value    <=  out_next;
        end
    end
    always_comb
    begin
        ss_next     =   ss;
        PowM        =   initial_value*initial_value;
        out_next    =   out;
        case(ss)
            IDLE:
            begin
                ss_next =   EVAL;
            end
            EVAL:
            begin
                if(PowM[15])
                begin
                    out_next    =   PowM[15:8];
                end
                else
                begin
                    out_next    =   PowM[14:7];
                end
                ss_next =   IDLE;
            end
        endcase
    end
endmodule
```
==> metrics.csv <==
stage,metric,value,unit
worst_setup_path,crit_required,7.30,ns
global_routing,groute.usage.overall,5.34,%
final_timing,fmax,0.157,GHz
global_routing,grt_pass1_wl,6660,um
layout,nFillCells,1036,
route,drtIter0Drc,75,
final_timing,finalMaxSlewViolations,0,
hold_path,hold_class,input port to register,
power_and_ir_drop,leakage,1.12,nW
layout,max_flop_register,output_value,
final_timing,tns,0,ns
power_and_ir_drop,p_sw_share,44.1,%
final_timing,max_slew_margin,59.2,%
layout,fin_cells,366,
clocking,cts_max_path_buffers,2,
global_routing,grt_pass1_vias,1539,
clocking,htree_levels,1,
power_and_ir_drop,p_sw,257,uW
route,post-route-drc-count,0,
worst_setup_path,cp-end-kind,register,
layout,multiInputGateArea,1600,um^2
power_and_ir_drop,powerDensity,253,nW/um^2
worst_setup_path,cp-start-kind,input port,
yosys,ys_cells,217,
worst_setup_path,critical_path.max_fanout,12,
route,drtPass1Iterations,4,
run_status,status,"finished, final reports clean",
floorplanning,fp-row-count,36,
yosys,synthArstFlopShare,0,%
clocking,postCtsHoldBufs,0,
yosys,syn_inst,217,
clocking,post-cts-setup-buffers,0,
clocking,ctsResizeCount,0,
route,antenna_left,0,
final_timing,fin_crit,6.37,ns
floorplanning,dieArea,14600,um^2
clocking,cts_buffers,3,
clocking,clkTransAtPathRegs,0.04,ns
final_timing,tightestPinTransition,0.611,ns
global_routing,grt_overflow,0,
power_and_ir_drop,p_clk_share,8.9,%
floorplanning,fp.dieH,121,um
route,wire_per_inst,9.73,um
worst_setup_path,arrival,6.47,ns
final_timing,hold_viol,0,
flow_run,tool_warnings,27,
route,antennaDiodeCount,0,
clocking,cts_root_buffer,clkbuf_8,
yosys,netlist_area,1950,um^2
layout,synthToLayoutAreaGrowth,18.0,%
placement,dp_hpwl,3110,um
yosys,synth_top_flop_cell,dfxtp_1,
layout,post-route-util,23.4,%
placement,place_ws,0.569,ns
global_routing,grt_max_degree,13,
power_and_ir_drop,vdd_drop_max,0.0738,mV
yosys,synth_flops,8,
worst_setup_path,critPathLaunch,initial_value[5],
route,routed-via-count,1460,
worst_setup_path,critPathCapture,output_value[6]$_SDFF_PP0_,
layout,reg_top3,output_value: 8 flops,
flow_run,max_cap_violations,0,
power_and_ir_drop,p_comb_share,80.0,%
power_and_ir_drop,seqPwrFrac,11.2,%
power_and_ir_drop,p_int,325,uW
final_timing,rsz0062_at_grt,false,
worst_setup_path,path_class,input port to register,
yosys,yosys-stat-area,1950,um^2
clocking,cts_sinks,8,
clocking,cts_tree,done,
yosys,synth-edff-count,0,
floorplanning,core-area,9860,um^2
floorplanning,fp_util,19.8,%
placement,dp.cells,363,
layout,drive_above_1_share,9.01,%
layout,final_common_cell,inv_1,
placement,port_buffers,17,
power_and_ir_drop,total_power,582,uW
yosys,ys_warn_count,9,
final_timing,finalClockPeriodUsage,88.5,%
yosys,synth_seq_share,8.20,%
global_routing,antenna_found_initial,0,
floorplanning,ios,18,
route,wl,3560,um
route,vias_per_cell,3.99,
floorplanning,fp.dieW,121,um
final_timing,setup_viol,0,
yosys,synth.distinct_cells,41,
yosys,avgSynthCellArea,9.00,um^2
final_timing,timing.final.ws_setup,0.827,ns
layout,layout_top_cells,"inv_1, ha_1, fa_1",
layout,regArea,160,um^2
layout,largest_reg_flops,8,
placement,gp_congestion,0.804,
==> layout make-up <==
class,instances,share of cell area [%]
clock buffers,3,1.79
inverters,45,7.33
multi-input cells,160,69.3
flip-flops and latches,8,6.95
well taps,133,7.22
repair buffers,17,7.38
==> cells by family (layout without fill, tap and decap cells) <==
family / count (synthesis) / after routing / synth area share [%]
XOR/XNOR: 13 / 13 / 5.83
adder cells (fa/ha/maj): 53 / 53 / 43.2
multiplexers: 1 / 1 / 0.513
AND-OR/OR-AND: 41 / 41 / 16.0
buffers and inverters: 49 / 65 / 9.99
AND/OR/NAND/NOR: 52 / 52 / 16.3
flip-flops: 8 / 8 / 8.20
==> how the worst min path moves through the flow <==
stage | startpoint | to | depth (start not counted)
final | rst | output_value[3]$_SDFF_PP0_ | 2
after CTS | rst | output_value[2]$_SDFF_PP0_ | 2
after global routing | rst | output_value[3]$_SDFF_PP0_ | 2
==> power by group through the flow <==
stage / clock network, mW / registers (mW) / logic [mW]
global route: 0.0581 / 0.0672 / 0.536
CTS: 0.0534 / 0.0654 / 0.473
finish: 0.0516 / 0.0650 / 0.465
==> cells in the mapped netlist, drive strengths merged, types with 2 or more instances <==
master | n | area (um^2)
inv | 45 | 169
ha | 29 | 363
fa | 24 | 480
and2 | 19 | 126
a21oi | 12 | 60.1
nand2 | 10 | 40.0
xnor2 | 9 | 78.8
dfxtp | 8 | 160
o21ai | 8 | 40.0
a21o | 5 | 37.5
and3 | 5 | 37.5
or3b | 5 | 43.8
nor2 | 4 | 15.0
xor2 | 4 | 35.0
o21bai | 3 | 26.3
o22ai | 3 | 18.8
a221oi | 2 | 30.0
buf | 2 | 18.8
clkbuf | 2 | 7.51
nor2b | 2 | 12.5
or2 | 2 | 12.5
==> per-layer routing <==
layer	vias to the layer above	GRT usage [%]	share of wire [%]
met1	709	6.99	47
met3	0	0.756	2.7
met5	-	0	0
met4	0	0.226	0
li1	740	-	-
met2	11	9.56	50
==> metrics by stage <==
step | cell area [um^2] | hold slack, ns
6_report | 2300 | 1.96
5_1_grt | 2300 | 1.98
4_1_cts | 2300 | 1.96
3_5_place_dp | 2260 | 2.12
3_3_place_gp | 2260 | 2.12
2_1_floorplan | 1950 | 1.51
==> critical path, stage by stage <==
cell,delay (ns)
clkdlybuf4s50_1,0.63
inv_1,0.17
nor2_1,0.21
fa_1,0.47
fa_1,0.54
inv_1,0.05
fa_1,0.50
fa_1,0.54
inv_1,0.04
ha_1,0.36
a211oi_1,0.28
o21bai_1,0.12
o21bai_2,0.24
a221oi_2,0.56
or3_1,0.23
o22ai_1,0.09
Power is estimated from default activity; no workload was simulated.
